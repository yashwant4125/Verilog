==> design/flow/design.v <==
module fa_4bit_using_fa_1bit(a, b, cin, sum, cout) ;
	input [3:0]a, b ;
	input cin ;
	output [3:0] sum ;
	output cout ;
	wire c0, c1, c2 ;
	full_adder fa0(a[0], b[0], cin, sum[0], c0) ;
	full_adder fa1(a[1], b[1], c0, sum[1], c1) ;
	full_adder fa2(a[2], b[2], c1, sum[2], c2) ;
	full_adder fa3(a[3], b[3], c2, sum[3], cout) ;
endmodule
module full_adder (a, b, c_in, sum, c_out);
	input a, b, c_in ;
	output sum, c_out ;
	assign {c_out, sum} = a + b + c_in ;
endmodule
==> design/flow/run.sh <==
#!/bin/bash
# OpenROAD 26Q1-2900-gdf79404cd8, Yosys 0.63+post, stock flow scripts
make -C /OpenROAD-flow-scripts/flow DESIGN_CONFIG=/design/flow/config.mk WORK_HOME=/design/flow/orfs finish
==> design/flow/config.mk <==
export PLATFORM = sky130hd
export DESIGN_NAME = fa_4bit_using_fa_1bit
export DESIGN_NICKNAME = fa_4bit_using_fa_1bit
export VERILOG_FILES = /design/flow/design.v
export SDC_FILE = /design/flow/constraint.sdc
export NUM_CORES = 4
export LEC_CHECK = 1
export CORE_AREA = 10 10 70 70
export DIE_AREA = 0 0 80 80
==> design/flow/constraint.sdc <==
current_design fa_4bit_using_fa_1bit

set clk_period 3.0
set clk_io_pct 0.2

create_clock -name clk0 -period $clk_period

set non_clock_inputs [all_inputs -no_clocks]
set_input_delay [expr $clk_period * $clk_io_pct] -clock clk0 $non_clock_inputs
set_output_delay [expr $clk_period * $clk_io_pct] -clock clk0 [all_outputs]
==> results_dict.tcl <==
# collected from the flow reports
set metrics [dict create \
    final_area_um2 305 \
    hold_start "b[0]" \
    drt-total-wl_um 393 \
    die_y_um 80 \
    die-area_mm2 0.00640 \
    syn_area_per_cell_um2 8.20 \
    slew_violations 0 \
    grt_max_degree 2 \
    power_leakage_nw 0.151 \
    grt_remaining_overflow 0 \
    min_to "sum[0]" \
    rsz0062_at_grt "no" \
    period_needed_ps 2880 \
    portBuffers 14 \
    pre_cts_ws_ps -661 \
    place_congestion 0.788 \
    fin_crit_sh 0.959 \
    postSynthSeqShare 0 \
    fillerInstances 399 \
    io_pins 14 \
    powerDensity_mw_per_mm2 136 \
    synthDistinctLibCells 3 \
    warning_count 33 \
    cts_setup_buffers 0 \
    grt.total_usage 0.0125 \
    final-seq-area_um2 0 \
    core_mm2 0.00342 \
    hold_violations 0 \
    dp_hpwl_um 386 \
    relSlewSlack 0.928 \
    row_count 21 \
    yosysChipArea_um2 148 \
    drive_gt1_frac 0.429 \
    yosysMostFrequentCell "inv_1" \
    status "completed" \
    synth_top_area_share 0.542 \
    yosysTopAreaCell "fa_1" \
    synth_cells 18 \
    grt_pass1_vias 142 \
    vias 124 \
    endpoint_kind "primary output" \
    top_cells_by_area "fa_1, inv_1, buf_4" \
    dpl_cell_area_um2 315 \
    finalWorstSetupSlack_ps 123 \
    diodes 0 \
    cp.required_ps 2400 \
    max_freq_mhz 348 \
    drtIter0Drc 0 \
    clockBufferCount 0 \
    first_pass_iters 1 \
    tightest_slew_ps 108 \
    ys_warn_count 0 \
    viasPerCell 1.68 \
    path_class "in -> out" \
    worstPathCellList "buf_2, inv_2, fa_2, inv_2, fa_2, fa_2, inv_2, fa_1, inv_1, buf_2" \
    setup_viol 0 \
    die_w_um 80 \
    cp_slowest_cell "fa_1" \
    slowest_delay_ps 400 \
    grt_first_pass_wirelength_um 641 \
    tns_ps 0 \
    fp-utilization 0.0432 \
    vdd_drop_max_mv 0.0391 \
    hold_class "in -> out" \
    hold_buffers 0 \
    syn_to_final_growth_pct 107 \
    flop-count 0 \
    drc 0 \
    grt_antenna_before_repair 0 \
    synthTopCellsByCount "inv_1, buf_4, fa_1" \
    critPathBufInv 6 \
    detail-route-antenna-nets 0 \
    maxCapViolCount 0 \
    ys_cells 18 \
    cp-start-kind "primary input" \
    routedWlPerCell_um 5.31 \
    critPathMaxFanout 1 \
    utilization 0.0894 \
    crit_family "adder cells" \
    syn_area_um2 148 \
    cp_data_arrival_time_ps 2280 \
    whs_path_depth 5 \
]
==> how the worst max path moves through the flow <==
stage,from,endpoint,cells after the start
CTS,b[0],sum[3],10
global route,cin,sum[3],10
finish,cin,sum[3],10
==> area by class of cell <==
cell class | count | area [um2] | area share
repair buffers | 14 | 123 | 0.402
multi-input cells | 4 | 87.6 | 0.287
well taps | 46 | 57.6 | 0.189
inverters | 10 | 37.5 | 0.123
==> placed cells by master (no fill, tap or decap) <==
master | netlist | final
clkdlybuf4s50_1 | 0 | 6
fa_2 | 0 | 3
inv_2 | 0 | 5
dlymetal6s2s_1 | 0 | 2
fa_1 | 4 | 1
clkbuf_2 | 0 | 2
dlygate4sd2_1 | 0 | 2
buf_2 | 0 | 2
inv_1 | 10 | 5
==> power breakdown <==
part	internal, W	leakage [nW]	switching (W)
Clock	0	0	0
Sequential	0	0	0
Combinational	0.0000275	0.151	0.0000138
Total	0.0000275	0.151	0.0000138
==> stage by stage <==
stage	hold slack, ps	power, W	std cells
6_report	1940	0.0000414	74
3_5_place_dp	2250	0.0000482	74
5_1_grt	1970	0.0000490	74
4_1_cts	1960	0.0000444	74
3_3_place_gp	2240	0.0000481	74
2_1_floorplan	1420	0.0000229	18
==> kinds of logic after synthesis <==
logic type                 count (synthesis)  share of synthesized area
buffers and inverters                     14                      0.458
adders and majority gates                  4                      0.542
==> timing repair <==
item                                    in CTS  in global routing
endpoints found under the setup margin       4                  2
gates resized                               18                  7
pin swaps                                    3                  4
==> metal layers <==
layer  GRT usage  up-vias  part of all wire
met5           0        -                 0
met4           0        0                 0
met3     0.00682        0              0.24
met2      0.0128       14              0.20
met1      0.0215       50              0.55
li1            -       60                 -
No activity file was given, so power comes from the tool's default toggle rates.
