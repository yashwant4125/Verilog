==> ./design.v <==
module p_encoder_8_3(en, in, v_out, out) ;
	input [7:0] in ;
	input en ;
	output reg v_out ;
	output reg [2:0] out ;
	always @(in, en)
		begin: always_block
		if (en == 1 'b0)
			{v_out, out} = 4 'b0xxx ;
		else if (en == 1 'b1)
			begin: else_if_block
			v_out = 1 'b1 ;
			if (in == 8 'd1)
				out = 3 'd0 ;
			else if (in[7:1] == 7 'd1)
				out = 3 'd1 ;
			else if (in[7:2] == 6 'd1)
				out = 3 'd2 ;
			else if (in[7:3] == 5 'd1)
				out = 3 'd3 ;
			else if (in[7:4] == 4 'd1)
				out = 3 'd4 ;
			else if (in[7:5] == 3 'd1)
				out = 3 'd5 ;
			else if (in[7:6] == 2 'd1)
				out = 3 'd6 ;
			else if (in[7] == 1 'd1)
				out = 3 'd7 ;
			else
				out = 3 'dx ;
			end: else_if_block
		end: always_block
endmodule
==> ./run.sh <==
#!/bin/bash
# OpenROAD 26Q1-2900-gdf79404cd8, Yosys 0.63+post, stock flow scripts
make -C /OpenROAD-flow-scripts/flow DESIGN_CONFIG=/design/flow/config.mk WORK_HOME=/design/flow/orfs finish
==> ./config.mk <==
export PLATFORM = sky130hd
export DESIGN_NAME = p_encoder_8_3
export DESIGN_NICKNAME = p_encoder_8_3
export VERILOG_FILES = /design/flow/design.v
export SDC_FILE = /design/flow/constraint.sdc
export NUM_CORES = 4
export LEC_CHECK = 1
export CORE_AREA = 10 10 70 70
export DIE_AREA = 0 0 80 80
==> ./constraint.sdc <==
current_design p_encoder_8_3

set clk_period 1.2
set clk_io_pct 0.2

create_clock -name clk0 -period $clk_period

set non_clock_inputs [all_inputs -no_clocks]
set_input_delay [expr $clk_period * $clk_io_pct] -clock clk0 $non_clock_inputs
set_output_delay [expr $clk_period * $clk_io_pct] -clock clk0 [all_outputs]
==> flow_summary.ini <==
; physical design summary
[outcome]
status = finished clean

[pwr]
max-vdd-ir-drop_mv = 0.0220
combPwrFrac_pct = 100.0
sequentialPowerShare_pct = 0
power_switching_uw = 31.8
p_leak_uw = 0.0000925
internal-power_uw = 35.1
p_clk_share_pct = 0
power_density_mw_per_mm2 = 255
sw_frac_of_total_pct = 47.5

[global_route]
antenna_found_initial = 0
grt_max_degree = 5
grt_pass1_vias = 152
grt-ovfl-total = 0
track_usage_pct = 1.39
grt_first_pass_wirelength_um = 765

[final_timing]
finalSetupViolCount = 0
fin_crit_ns = 1.13
final_hold_viol_count = 0
fin_crit_sh_pct = 93.9
max-slew-margin-rel_pct = 83.5
fin_ws_ns = 0.0735
report.final.slew_viol_count = 0
holdWs_ns = 0.480
tightest_slew_ns = 0.245
rsz0062_at_grt = no
max_clock_freq_ghz = 0.888

[setup_path]
critPathSlowestCell = o31ai_1
crit_family = buffers and inverters
cp_max_fo = 3
crit_path_start = in[5]
cpPeakStageDelay_ns = 0.24
cp-end-kind = output pin
cp_common_cell = buf_4
critPathKind = primary input to output pin
worstPathCellList = buf_4 > buf_4 > o31ai_1 > buf_2
crit_buf_inv = 3
start_kind = primary input
required_ns = 0.96
cp.arrival_ns = 0.89

[logic_synthesis]
mappedNetlistArea_sq_um = 82.6
ys_chip_area_sq_um = 82.6
ys_warn_count = 1
ys_types = 12
ys_cells = 14
synthCells = 14
ys_seq_share_pct = 0
avgSynthCellArea_sq_um = 5.90

[place]
dpl_cell_area_sq_um = 265
pre_cts_ws_ns = -0.777
port_buffers = 11
gp_congestion = 0.754
placedCellCount = 73
hpwl_um = 437

[finish]
syn2layout_area_growth_pct = 218
layout_top_cells = buf_2, buf_4, inv_2, nor2_1
stdcell_area_sq_um = 263
drive_gt1_share_pct = 80.8
final_cell_count_no_fill = 72
layout_top_cell = buf_2
utilization_pct = 7.69
design.seq.count = 0
nClkBuffers = 0
flop_area_sq_um = 0

[worst_hold_path]
min_from = en
hold_path.class = primary input to output pin

[floorplanning]
die_area_sq_mm = 0.00640
core_area_sq_mm = 0.00342
die_width_um = 80
fp_util_pct = 2.42
die_h_um = 80
rows = 21
io_pins = 13

[flow_run]
warnings = 33
maxCapViolCount = 0

[clock_tree]
hold_buffers = 0

[routing]
antenna_left = 0
diodes = 0
dr.pass1.iters = 3
wl_per_cell_um = 7.39
vias_per_cell = 2.22
routed_wl_um = 532
route.detailed.drc = 0
vias = 160
drtIter0Drc = 3
-- power groups by stage --
stage	logic, uW	registers, uW	clock network, uW
global route	72.8	0	0
CTS	58.7	0	0
finish	66.9	0	0
-- synth_stat cells --
cell type	instances	share of area, %
nor2_1	2	9.1
inv_1	2	9.1
o31ai_1	1	9.1
a21oi_1	1	6.1
a211oi_1	1	9.1
buf_4	1	9.1
nor3_1	1	6.1
nor4_1	1	7.6
o21ai_0	1	6.1
o41ai_1	1	11
a211o_1	1	11
nand2b_1	1	7.6
-- logic make-up (layout without fill, tap and decap cells) --
| kind of cell | after synthesis | count (layout) | synth area share (%) |
|---|---|---|---|
| AOI/OAI and AO/OA | 6 | 6 | 51.5 |
| and+or+nand+nor | 5 | 5 | 30.3 |
| buffers and inverters | 3 | 15 | 18.2 |
-- layout make-up --
| cell class | count | area, sq um |
|---|---|---|
| Fill cell | 411 | 3150 |
| Inverter | 2 | 7.51 |
| Multi-Input combinational cell | 11 | 110 |
| Tap cell | 46 | 57.6 |
| Timing Repair Buffer | 13 | 87.6 |
-- timing repair --
action / 4_1_cts / 5_1_grt
hold endpoints to repair: 0 / 0
setup endpoints to repair: 3 / 3
pin swaps: 4 / 2
buffers inserted: 0 / 0
gates resized: 48 / 6
-- per-layer routing --
metal	track usage (%)	part of all wire [%]
met1	1.65	50
met3	0.682	11
met4	0.176	0
met5	0	0
met2	2.25	39
-- worst paths after layout --
check,to,depth (start not counted)
max,out[1],4
min,v_out,0
-- metrics by stage --
stage / power [uW] / setup TNS [ns]
finish: 66.9 / 0
global route: 72.8 / 0
CTS: 58.7 / -0.00940
detailed placement: 65.4 / -2.16
global placement: 65.3 / -2.14
floorplan: 13.4 / 0
Power figures rest on the tool's default switching activity, not on a simulated workload.
