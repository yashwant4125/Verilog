===== /design/flow/run.sh =====
#!/bin/bash
# OpenROAD 26Q1-2900-gdf79404cd8, Yosys 0.63+post, stock flow scripts
make -C /OpenROAD-flow-scripts/flow DESIGN_CONFIG=/design/flow/config.mk WORK_HOME=/design/flow/orfs finish

===== /design/flow/config.mk =====
export PLATFORM = sky130hd
export DESIGN_NAME = adder_4bit_function1
export DESIGN_NICKNAME = adder_4bit_function1
export VERILOG_FILES = /design/flow/design.v
export SDC_FILE = /design/flow/constraint.sdc
export NUM_CORES = 4
export LEC_CHECK = 1
export CORE_AREA = 10 10 70 70
export DIE_AREA = 0 0 80 80

===== /design/flow/constraint.sdc =====
current_design adder_4bit_function1

set clk_period 3.0
set clk_io_pct 0.2

create_clock -name clk0 -period $clk_period

set non_clock_inputs [all_inputs -no_clocks]
set_input_delay [expr $clk_period * $clk_io_pct] -clock clk0 $non_clock_inputs
set_output_delay [expr $clk_period * $clk_io_pct] -clock clk0 [all_outputs]

===== /design/flow/design.v =====
module adder_4bit_function1(a , b, cin, sum, cout) ;
	input [3:0] a, b ;
	input cin ;
	output reg [3:0] sum ;
	output reg cout ;
	function [4:0] result ;
		input [3:0] a_t, b_t ;
		input cin_t ;
		  result = a_t + b_t + cin_t ;
	endfunction
	always @(a , b, cin)
		 {cout, sum}= result(a , b, cin) ;
endmodule

==> changes_impl.md <==
### Changed

- Seq pwr share: 0%
- Max-Cap Viols: 0
- Top Ports: 14
- NetSw: 0.01698 mW
- FF+latch area: 0 µm²
- CP Data Required Time: 2400 ps
- Max VDD drop: 0.01943 mV
- Cell Int Power: 0.03988 mW
- Final core utilization: 10.04%
- DR vias/cell: 2.079
- Via count: 158
- Hpwl dp: 489.7 µm
- Vias in the first global route: 149
- Max_slew headroom: 90.32%
- CORE AREA: 0.003416 mm²
- Total Wirelength: 513 µm
- Die width: 80 µm
- DRC: 0
- Worst hold path class: primary input to output port
- Global-route wire length before repair: 703 µm
- Area grow syn2layout: 138.3%
- Synth Warn #: 1
- Max-slew violation count: 0
- Synthesized area per cell: 8.993 µm²
- Largest net degree at the start of global routing: 4
- Hold path start: a[0]
- RD Place Congestion: 0.7440
- WP data arrival: 2260 ps
- Initial DRT Pass Iterations: 1
- And+or+nand+nor area frac: 8.696%
- Status: completed
- Clock power frac: 0%
- Netlist cell types: 9
- Maximum fanout along the worst path: 2
- Setup violators final: 0
- Syn Std Cell Area: 143.9 µm²
- Chip Area, Yosys: 143.9 µm²
- Postcts setup bufs: 0
- Comb power frac: 100.0%
- Pwr per Cell Area: 165.8 mW/mm²
- Tool warning count: 35
- Ant. Diodes: 0
- MUX area fraction: 0%
- Critical path class: primary input to output port
- Crit path time final: 2861 ps
- CP startpoint kind: primary input
- Final hold violations: 0
- Final-layout clock buffer total: 0
- Layout cell share with drive strength beyond 1: 13.33%
- Setup_tns: 0 ps
- Ys cells: 16
- Worst Tran Pin Value: 144.2 ps
- Fillers: 404
- Initial DRC Count: 0
- Grt ovf: 0
- Dominant combinational family: adder cells
- Worst Hold End: sum[0]
- XOR/XNOR share of the synthesized area: 12.17%
- Post-route ant nets: 0
- WL per Instance: 6.750 µm
- F_max: 349.5 MHz
- Synth Seq Share: 0%
- FP Rows: 21
- Fa+ha+maj area frac: 53.91%
- Sw Ratio: 29.86%
- Port Buffers: 14
- Worst setup margin: 139.1 ps
- Total die size: 0.006400 mm²
- Static leakage: 0.1360 nW
- Count of flip-flops and latches: 0
- Die H: 80 µm
- Fin crit share: 95.36%
- Yosys aoi share: 14.78%
- Hold Path Cell Cnt: 3
- Unrepaired setup endpoints after global routing: no
- Kind of end point of the critical path: output port
- Pre-CTS setup slack: -96.05 ps
- Gr usage total: 1.388%
- Fp util: 4.212%
- Initial antenna violation count: 0
- Syn Inst Count: 16
kinds of logic (layout without fill, tap and decap cells):
kind of cell    after synthesis  count (layout)
fa+ha+maj                     5               5
buf+inv                       4              18
compound gates                3               3
xor+xnor                      2               2
simple gates                  2               2
Yosys cell counts:
| cell type | n | area (µm²) |
|---|---|---|
| a21oi_2 | 1 | 8.760 |
| ha_1 | 3 | 37.54 |
| o21ai_0 | 1 | 5.000 |
| a21o_1 | 1 | 7.510 |
| xnor2_1 | 2 | 17.52 |
| fa_1 | 2 | 40.04 |
| inv_1 | 4 | 15.01 |
| nand2b_1 | 1 | 6.260 |
| nor2b_1 | 1 | 6.260 |
through the flow:
| step | hold WS, ps | power [mW] | cell area (µm²) | instances |
|---|---|---|---|---|
| final | 2053 | 0.05686 | 342.8 | 76 |
| after global routing | 2083 | 0.06382 | 342.8 | 76 |
| after CTS | 2058 | 0.05867 | 342.8 | 76 |
| after detailed placement | 2288 | 0.05829 | 341.6 | 76 |
| after global placement | 2286 | 0.05803 | 341.6 | 76 |
| after floorplan | 1304 | 0.01783 | 143.9 | 16 |
power groups by stage:
| stage | Sequential (mW) | Combinational (mW) | Clock, mW |
|---|---|---|---|
| 4_1_cts | 0 | 0.0587 | 0 |
| 5_1_grt | 0 | 0.0638 | 0 |
| 6_report | 0 | 0.0569 | 0 |
worst max-delay path, stage by stage:
cell             delay (ps)
dlygate4sd2_1           250
fa_2                    400
inv_2                    70
fa_2                    420
inv_1                    60
clkdlybuf4s50_1         460
worst max-delay path by stage:
stage	end	slack (ps)	start
after CTS	sum[1]	120	cin
after global routing	sum[3]	60	a[1]
final	sum[1]	140	cin
layer usage:
| metal | GRT usage (%) | vias up | wire length (µm) |
|---|---|---|---|
| met5 | 0 | - | 0 |
| met4 | 0 | 0 | 0 |
| met3 | 1.477 | 0 | 168 |
| met2 | 1.766 | 12 | 149 |
| met1 | 1.658 | 68 | 195 |
| li1 | - | 78 | - |
layout make-up:
type | count | area [µm²] | area share (%)
inverter | 4 | 15.01 | 4.380
timing repair buffer | 14 | 136.4 | 39.78
multi-input combinational | 12 | 133.9 | 39.05
tap | 46 | 57.56 | 16.79
repair_timing:
item,in CTS,in global routing
gates resized,7,0
endpoints found under the setup margin,4,0
hold buffers,0,0
cell usage in the layout (no fill, tap or decap), drive strengths merged:
cell type	Yosys	layout
dlygate4sd2	0	3
ha	3	3
nand2b	1	1
nor2b	1	1
clkdlybuf4s50	0	11
o21ai	1	1
a21oi	1	1
inv	4	4
a21o	1	1
xnor2	2	2
fa	2	2
Power and IR drop assume default switching activity.
